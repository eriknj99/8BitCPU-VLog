**flow/run.sh**
```bash
#!/bin/bash
# OpenROAD 26Q1-2900-gdf79404cd8, Yosys 0.63+post, stock flow scripts
make -C /OpenROAD-flow-scripts/flow DESIGN_CONFIG=/design/flow/config.mk WORK_HOME=/design/flow/orfs finish
```
**flow/config.mk**
```make
export PLATFORM = sky130hd
export DESIGN_NAME = ALU
export DESIGN_NICKNAME = ALU
export VERILOG_FILES = /design/flow/design.v
export SDC_FILE = /design/flow/constraint.sdc
export NUM_CORES = 4
export LEC_CHECK = 1
export CORE_AREA = 10 10 95 95
export DIE_AREA = 0 0 105 105
```
**flow/constraint.sdc**
```tcl
current_design ALU

set clk_period 5.7
set clk_io_pct 0.2

create_clock -name clk0 -period $clk_period

set non_clock_inputs [all_inputs -no_clocks]
set_input_delay [expr $clk_period * $clk_io_pct] -clock clk0 $non_clock_inputs
set_output_delay [expr $clk_period * $clk_io_pct] -clock clk0 [all_outputs]
```
**flow/design.v**
```verilog
module ALU (a, b, ALU_sel, load_shift, result, cout, zout);
input [7:0] a, b;
input [1:0] ALU_sel, load_shift;
output[7:0] result;
output cout, zout;
wire cout, zout;
reg [8:0] r;
always @(a or b or ALU_sel or load_shift) begin
	case(ALU_sel) 
		2'b10: r <= a + b;  
		2'b11: r <= a - b;  
		2'b01: begin
			r <= ~(a | b);  
			r[8] <= 0;  
			end
		2'b00: 
			begin
			case(load_shift)
				2'b00: r <= 0;
				2'b10: r <= a;
				2'b11: r <= a >> 1;
				2'b01: r <= a << 1;
			endcase
			end
	endcase
end
assign cout = r[8];
assign result = r[7:0];
assign zout = r[7:0] == 0;
endmodule
```
==> flow_summary_export.csv <==
group,metric,value,unit
placement,place_hpwl,3140,um
yosys,synth_area_per_cell,6.95,um2
yosys,synth_cell_type_count,48,
sta,final-hold-violation-count,0,
worst_setup_path,critPathRequiredTime,4.56,ns
global_route,grt_pass1_vias,1310,
detailed_routing,drtIter0Drc,103,
floorplan,die_h,105,um
sta,setup_tns,0,ns
sta,timing.hold.ws,3.49,ns
cts,postCtsHoldBufs,0,
detailed_routing,post_drt_wl_per_cell,12.2,um
cts,postCtsSetupRepairBufs,0,
yosys,synth_area,1210,um2
floorplan,pin_count,30,
placement,portBuffers,30,
power_and_ir_drop,intPower,0.0000730,W
yosys,synth_cells,174,
placement,place_area,1650,um2
detailed_routing,antenna_cells,0,
worst_setup_path,slowest_stage,"clkdlybuf4s50_1",
yosys,top_area_share,24.8,%
detailed_routing,ant_nets,0,
yosys,ys_chip_area,1210,um2
sta,layout_min_cycle_time,5.50,ns
global_route,grt.overflow.total,0,
detailed_routing,vias_per_cell,4.31,
yosys,ys_seq_share,0,%
cells_and_area,flop_area,0,um2
detailed_routing,route.detailed.drc,0,
cells_and_area,seq_cells,0,
hold_path,holdCritPathClass,"in2out",
global_route,grt_pass1_wl,6410,um
sta,worst_pin_slew,0.690,ns
power_and_ir_drop,power.switching,0.0000680,W
outcome,status,"completed",
floorplan,die_w,105,um
detailed_routing,first_pass_iters,4,
detailed_routing,finalWirelength,3660,um
power_and_ir_drop,switching_share,48.2,%
power_and_ir_drop,power_density,85.7,nW/um2
floorplan,row_count,30,
power_and_ir_drop,clkPwrFrac,0,%
worst_setup_path,start_kind,"primary input",
cells_and_area,syn_to_final_growth,36.0,%
worst_setup_path,cp.arrival,4.36,ns
floorplan,dieArea,11000,um2
sta,clock.fmax,0.182,GHz
flow_run,drv_cap,0,
worst_setup_path,worstSetupPathType,"in2out",
sta,slew_headroom,52.8,%
floorplan,core_area,6910,um2
cells_and_area,drive_gt1_share,6.86,%
sta,fin_crit_sh,96.5,%
yosys,largest_area_cell,"ha_1",
flow_run,warnings,48,
global_route,grtUsageTotal,6.68,%
floorplan,fp_util,17.5,%
power_and_ir_drop,seqPwrFrac,0,%
placement,gp_congestion,0.847,
worst_setup_path,path_max_fanout,4,
cells_and_area,nClkBuffers,0,
yosys,yosys_cells,174,
cells_and_area,layout.cells.most_common_list,"clkdlybuf4s50_1, inv_1, ha_1",
global_route,grt_max_degree,14,
worst_setup_path,crit_chain,"clkdlybuf4s50_1 > inv_1 > ha_1 > fa_1 > nand2_1 > o21ai_0 > a21oi_1 > a21boi_0 > or3_1 > or3_1 > nor4b_2 > clkdlybuf4s50_1",
global_route,antenna_found_initial,0,
yosys,top_cells_by_area,"ha_1, a21oi_1, inv_1",
detailed_routing,vias,1293,
worst_setup_path,cpPeakStageDelay,0.51,ns
cts,cts_resized,0,
sta,rsz0062_at_grt,"no",
power_and_ir_drop,irDropWorstVdd,15.4,uV
cells_and_area,postLayoutCellArea,1650,um2
sta,drv_slew,0,
power_and_ir_drop,p_comb_share,100.0,%
yosys,yosys_warnings,1,
worst_setup_path,endpoint_kind,"output port",
sta,finalSetupViolCount,0,
power_and_ir_drop,power_leakage,0.752,nW
power_and_ir_drop,total_power,0.000141,W
cells_and_area,layout_top_cell,"clkdlybuf4s50_1",
==> critical path, delay by kind of cell <==
kind | cells | cell delay [ns]
AND-OR/OR-AND | 3 | 0.33
adder cells (fa/ha/maj) | 2 | 0.71
buffers and inverters | 3 | 1.10
AND/OR/NAND/NOR | 4 | 1.07
==> cells by family (layout without fill, tap and decap cells) <==
logic type               count (synthesis)  in the layout  share of synthesized area, %
AND-OR/OR-AND                           61             61                          35.1
multiplexers                             4              4                          3.52
AND/OR/NAND/NOR                         48             48                          19.9
XOR/XNOR                                 4              4                          2.90
adder cells (fa/ha/maj)                 26             26                          28.1
buffers and inverters                   31             61                          10.5
==> routing by layer <==
metal | vias to the layer above | routed length (um) | global-route usage, %
met5 | - | 0 | 0
met2 | 22 | 1560 | 10.7
li1 | 677 | - | -
met3 | 0 | 145 | 1.12
met1 | 594 | 1950 | 9.66
met4 | 0 | 0 | 0
==> worst paths after layout <==
check | start | to | slack (ns) | cells after the start
setup / recovery | a[0] | zout | 0.20 | 12
hold / removal | a[7] | cout | 3.49 | 4
==> synthesized netlist by cell type (2+ instances only) <==
cell / count
clkbuf_1: 2
buf_2: 3
xor2_1: 2
nor3_1: 7
nand2b_1: 2
nand2_1: 9
xnor2_1: 2
fa_1: 2
nor2_1: 16
nor2b_1: 4
o21bai_1: 4
o21ai_0: 8
a211oi_2: 2
o21a_1: 2
a211o_1: 3
mux2i_1: 2
a211oi_1: 4
o211ai_1: 2
a21oi_1: 18
or2_2: 2
or3_1: 2
a22oi_1: 2
a21o_1: 3
inv_1: 24
ha_1: 24
==> cell type report <==
cell class	count	area, um2
fillers	781	5260
well taps	96	120
repair buffers	37	353
multi-input cells	143	1080
inverters	24	90.1
==> stage by stage <==
stage	instances	utilization, %	setup slack [ns]
2_1_floorplan	174	-	1.58
3_3_place_gp	300	23.8	0.241
3_5_place_dp	300	23.8	0.195
4_1_cts	300	23.8	0.191
5_1_grt	300	23.8	0.00193
6_report	300	23.8	0.199
==> power by group through the flow <==
stage / combinational, W / clock, W / sequential (W)
after CTS: 0.000142 / 0 / 0
after global routing: 0.000159 / 0 / 0
final: 0.000141 / 0 / 0
Power is estimated from default activity; no workload was simulated.
